**./design.v**
```verilog
`timescale 1 ns / 1 ps
module pkt_count
#(
    parameter QDR_ADDR_WIDTH     = 19,
    parameter TIMESTAMP_WIDTH    = 64
)
(
    input                                               clk,
    input                                               resetn,
    input                                               tuple_out_vld,
    input                                               tuple_out_ready,
    input                                               sw_rst,
    input [QDR_ADDR_WIDTH-1:0]                          mem_high_store,
    input                                               start_replay,
    output reg                                          compelete_transform
);
    (*MARK_DEBUG="true"*) reg [QDR_ADDR_WIDTH-1:0] pkt_count_reg;
    (*MARK_DEBUG="true"*) reg [TIMESTAMP_WIDTH-1:0] timestamp_reg;
    (*MARK_DEBUG="true"*)wire  transform_vld;
    assign transform_vld = tuple_out_ready && tuple_out_vld;
    always @ (posedge clk) begin
      if(~resetn|| sw_rst) begin
          timestamp_reg <= 0;
      end
      else if(start_replay) begin
          if(~compelete_transform) begin
              timestamp_reg <= timestamp_reg + 1;
          end
      end
  end
    always @ (posedge clk) begin
      if(~resetn|| sw_rst) begin
          pkt_count_reg = 0;
          compelete_transform <= 0;
      end
      else if(start_replay && transform_vld) begin
          if(pkt_count_reg != mem_high_store-2) begin
              pkt_count_reg <= pkt_count_reg + 1;
              compelete_transform <= 0;
          end
          else begin
              compelete_transform <= 1;
          end
      end
    end
endmodule
```
**./run.sh**
```bash
#!/bin/bash
# OpenROAD 26Q1-2900-gdf79404cd8, Yosys 0.63+post, stock flow scripts
make -C /OpenROAD-flow-scripts/flow DESIGN_CONFIG=/design/flow/config.mk WORK_HOME=/design/flow/orfs finish
```
**./config.mk**
```make
export PLATFORM = sky130hd
export DESIGN_NAME = pkt_count
export DESIGN_NICKNAME = pkt_count
export VERILOG_FILES = /design/flow/design.v
export SDC_FILE = /design/flow/constraint.sdc
export NUM_CORES = 4
export LEC_CHECK = 1
export CORE_UTILIZATION = 30
```
**./constraint.sdc**
```tcl
current_design pkt_count

set clk_period 9.8
set clk_io_pct 0.2

create_clock -name clk0 -period $clk_period [get_ports {clk}]

set non_clock_inputs [all_inputs -no_clocks]
set_input_delay [expr $clk_period * $clk_io_pct] -clock clk0 $non_clock_inputs
set_output_delay [expr $clk_period * $clk_io_pct] -clock clk0 [all_outputs]
```
==> ci_impl_report.md <==
### Flow metrics

| Metric | Value |
|---|---|
| Width of the die | 77.89 um |
| Clock tree from TritonCTS | done |
| Critical Path Source Type | input pin |
| DR vias/cell | 5.202 |
| Flip-flop count of the largest register, all copies and words added | 19 |
| Part of the total power dissipated in combinational logic | 0.196 |
| Number of endpoints failing setup at the final stage | 0 |
| Family with the most delay on the worst path | simple AND/OR/NAND/NOR gates |
| Post-synth regs | 20 |
| Cell at the root of the clock tree | sky130_fd_sc_hd__clkbuf_8 |
| Final sum of negative setup slack | 0 ps |
| Hold WC Path Type | flop to flop |
| Global-route wire length before repair | 6900 um |
| Max stage delay cell, worst path | sky130_fd_sc_hd__clkdlybuf4s50_1 |
| Insertion delay at the late pin of the worst-skew pair | 250 ps |
| Count of cell types in the netlist | 55 |
| Layout Cells excl Fill | 317 |
| Crit path cell chain | clkdlybuf4s50_1, inv_1, ha_1, xnor2_1, nor3_1, nor4b_1, o2111ai_1, nor4_2, a21oi_2, a311oi_1, a41o_1 |
| Antenna fix cells | 0 |
| Ys async rst share | 0 |
| Die footprint | 6067 um2 |
| Die y size | 77.89 um |
| Static Leakage | 0.6746 nW |
| Power per unit of standard cell area | 80.94 nW/um2 |
| Yosys warning total | 1 |
| Share of the cycle needed by the critical path after routing | 0.5022 |
| Worst setup margin | 4878 ps |
| Worst slew margin | 0.4810 |
| Max Clk Rate | 203.2 MHz |
| Tmin final | 4922 ps |
| Peak ir drop on the vdd network | 0.03984 mV |
| Run status | finished, final reports clean |
| Detailed-placement wirelength estimate | 3206 um |
| First-iteration detailed-routing DRC count | 55 |
| Number of warning messages in the logs | 25 |
| Core region area | 5540 um2 |
| Final setup skew | 3.066 ps |
| Max Root-Sink Buffers | 2 |
| Buf/Inv on CP | 2 |
| First drt pass iteration count | 4 |
| PortBufs | 25 |
| Cell total in the yosys stat output | 224 |
| Remaining design rule violation count | 0 |
| Critical Path End Type | flop |
| Fraction of power consumed by the clock network | 0.320 |
| Sw frac | 0.2532 |
| Gr usage total | 0.1402 |
| Main flop type after synthesis | sky130_fd_sc_hd__dfxtp_1 |
| Final hold vios | 0 |
| Utilization after layout | 0.3747 |
| Mean cell area of the mapped netlist | 7.714 um2 |
| Post-CTS setup buffers | 0 |
| Number of buffers inserted during clock tree synthesis | 3 |
| Req. time, crit path | 10000 ps |
| Global route overflow | 0 |
| Ports | 26 |
| Tightest Pin Transition | 778.5 ps |
| Pin count of the biggest net entering global routing | 20 |
| Sequential share of the synthesized area | 0.2317 |
| Sequential share of power | 0.485 |
| Total count of max-transition violations in the final report | 0 |
| Starting Density | 0.3119 |
| Setup repair after global routing missed its margin | false |
| Number of global-route vias before repair | 1478 |
| Worst Setup Path Type | input pin to flop |
| Gate count after technology mapping | 224 |
| Site row count | 27 |
| Mean routed wirelength per cell | 12.74 um |
| Clock Pin Slew Worst Setup and Hold Paths | 70 ps |
| Weighted congestion reported at the end of routability-driven placement | 0.8245 |
| Total wire length | 4040 um |
| Share of cells above drive strength 1 | 0.07347 |
| Via count of the routed design | 1649 |
| Post-cts gate resize count | 0 |
| Chip area in the Yosys report | 1728 um2 |
| Count of maximum capacitance violations | 0 |
| Count of nets left with antenna violations after detail routing | 0 |
| Number of antenna violations at the first check in global routing | 0 |
| Synth Cell Area | 1728 um2 |
| Sink Count | 20 |
| Critical Path Fanout Max | 11 |
| Power spent charging and discharging nets | 0.04254 mW |
| Signed area change from the synthesized netlist to the final layout | 20.13% |
| Internal power | 0.1255 mW |
| Placement Setup Slack | 4617 ps |
| Number of flops mapped to enable cells by yosys | 0 |
| Cell Count Post-Placement | 314 |
| Delay of the slowest cell on the worst path | 590 ps |
| Number of hold buffers added after cts | 0 |
| Worst EP arrival | 5120 ps |
| H-tree depth | 1 |
path summary, 6_finish.rpt:
check                 startpoint                   to  slack (ps)  cells after the start
max            mem_high_store[1]    pkt_count_reg[15]        4880                     11
min          compelete_transform  compelete_transform         470                      2
max reg2reg     pkt_count_reg[0]    pkt_count_reg[15]        7140                      8
min reg2reg  compelete_transform  compelete_transform         470                      2
cell families (layout without fill, tap and decap cells):
group / Yosys count / in the layout / share of synthesized area
AND-OR/OR-AND: 48 / 48 / 0.2122
XOR/XNOR: 26 / 26 / 0.1318
adder cells (fa/ha/maj): 2 / 2 / 0.01448
buffers and inverters: 18 / 39 / 0.04345
flip-flops: 20 / 20 / 0.2317
multiplexers: 5 / 5 / 0.02969
AND/OR/NAND/NOR: 105 / 105 / 0.3367
Yosys cell counts, drive strengths merged, types with 5 or more instances:
cell	instances	area, um2
a21oi	13	76.33
and3	6	38.79
clkbuf	5	18.77
dfxtp	20	400.4
inv	11	41.29
nand2	22	85.09
nand3	9	45.04
nand4	8	50.05
nor2	24	92.59
nor3	8	40.04
nor4	6	58.80
o21ai	5	25.02
xnor2	21	183.9
xor2	5	43.79
through the flow:
step	instance area, um2	power [mW]	hold slack (ps)
detailed placement	2034	0.1162	455.3
floorplan	1728	0.1006	417.4
global placement	2034	0.1164	451.7
finish	2076	0.1680	467.4
global route	2076	0.1751	504.4
CTS	2076	0.1697	473.9
cells in the final DEF, fill, tap and decap left out, types with 2 or more instances in the layout:
| cell | netlist | layout |
|---|---|---|
| sky130_fd_sc_hd__dfxtp_1 | 20 | 20 |
| sky130_fd_sc_hd__nand4b_1 | 2 | 2 |
| sky130_fd_sc_hd__inv_1 | 11 | 11 |
| sky130_fd_sc_hd__clkbuf_8 | 0 | 3 |
| sky130_fd_sc_hd__and3_1 | 5 | 5 |
| sky130_fd_sc_hd__o32ai_1 | 2 | 2 |
| sky130_fd_sc_hd__mux2i_1 | 4 | 4 |
| sky130_fd_sc_hd__a31o_1 | 2 | 2 |
| sky130_fd_sc_hd__o21ai_0 | 5 | 5 |
| sky130_fd_sc_hd__nor3_1 | 8 | 8 |
| sky130_fd_sc_hd__nand3_1 | 9 | 9 |
| sky130_fd_sc_hd__a21oi_2 | 3 | 3 |
| sky130_fd_sc_hd__a41o_1 | 3 | 3 |
| sky130_fd_sc_hd__nand3b_1 | 2 | 2 |
| sky130_fd_sc_hd__a21oi_1 | 10 | 10 |
| sky130_fd_sc_hd__clkdlybuf4s50_1 | 0 | 25 |
| sky130_fd_sc_hd__nor4_1 | 4 | 4 |
| sky130_fd_sc_hd__xor2_1 | 5 | 5 |
| sky130_fd_sc_hd__a211oi_1 | 4 | 4 |
| sky130_fd_sc_hd__nor2_1 | 23 | 23 |
| sky130_fd_sc_hd__nand2_1 | 21 | 21 |
| sky130_fd_sc_hd__o22ai_1 | 2 | 2 |
| sky130_fd_sc_hd__nand2b_1 | 4 | 4 |
| sky130_fd_sc_hd__o21a_1 | 2 | 2 |
| sky130_fd_sc_hd__a31o_2 | 2 | 2 |
| sky130_fd_sc_hd__nand4_1 | 8 | 8 |
| sky130_fd_sc_hd__o2111ai_1 | 2 | 2 |
| sky130_fd_sc_hd__or4_1 | 3 | 3 |
| sky130_fd_sc_hd__a31oi_1 | 3 | 3 |
| sky130_fd_sc_hd__nor2b_1 | 3 | 3 |
| sky130_fd_sc_hd__xnor2_1 | 21 | 21 |
| sky130_fd_sc_hd__ha_1 | 2 | 2 |
tightest hold or removal path, stage by stage, from the launching register on:
cell	delay, ps
sky130_fd_sc_hd__dfxtp_1	320
sky130_fd_sc_hd__nand2_1	60
sky130_fd_sc_hd__a21oi_1	50
cell type report:
cell class / count / area [um2]
Fill cell: 581 / 3465
Sequential cell: 20 / 400.4
Tap cell: 72 / 90.09
Clock buffer: 3 / 41.29
Multi-Input combinational cell: 186 / 1252
Inverter: 11 / 41.29
Timing Repair Buffer: 25 / 250.2
metal layers:
metal | global-route usage | routed length, um | up-vias
li1 | - | - | 871
met3 | 0.01434 | 137 | 4
met4 | 0.02963 | 40 | 0
met5 | 0 | 0 | -
met2 | 0.2106 | 1725 | 24
met1 | 0.2187 | 2136 | 750
power groups by stage:
stage	combinational [mW]	sequential [mW]	clock, mW
final	0.0329	0.0814	0.0537
after global routing	0.0361	0.0814	0.0576
after CTS	0.0331	0.0814	0.0552
Power and IR drop assume default switching activity.
