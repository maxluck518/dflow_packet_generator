==> design.v <==
`timescale 1ns / 1ps
module genevr_pipeline_regs
	#(
	  parameter AXI_DATA_WIDTH = 32,
	  parameter AXI_ADDR_WIDTH = 26,
	  parameter NUM_REQ_REG_USED = 8,
	  parameter NUM_RESP_REG_USED = 2,
	  parameter REG_ADDR_WIDTH = 6,
	  parameter REPLAY_UENGINE_BLOCK_ADDR = 17'h10017
    )
	(
	  input                               	 reg_req_in,
	  input                               	 reg_rd_wr_L_in,
	  input [AXI_ADDR_WIDTH -1:0]     	     reg_addr_in,
	  input [AXI_DATA_WIDTH-1:0]    	     reg_wr_data,
	  output reg                             reg_ack_out,
	  output reg [AXI_DATA_WIDTH-1:0]        reg_rd_data,
	  output [AXI_DATA_WIDTH *NUM_REQ_REG_USED -1:0] rw_regs,                  
      input                                  compelete_store,
      input                                  compelete_replay,
      input                                  compelete_transform,
	  input                                  clk,
	  input                                  reset
	);
	function integer log2;
      	input integer number;
      	begin
        	log2=0;
         	while(2**log2<number) begin
            		log2=log2+1;
         	end
      	end
   	endfunction  
	(*MARK_DEBUG="true"*)reg  [AXI_DATA_WIDTH-1:0]                     req_reg_file[NUM_REQ_REG_USED*4-1:0];
	(*MARK_DEBUG="true"*)reg  [AXI_DATA_WIDTH-1:0]                     resp_reg_file[NUM_RESP_REG_USED*4-1:0];
	(*MARK_DEBUG="true"*)wire [17-1:0]   tag_addr;
	(*MARK_DEBUG="true"*)wire[REG_ADDR_WIDTH-1:0]                      reg_addr;
	(*MARK_DEBUG="true"*)wire                                          addr_req_good;
	(*MARK_DEBUG="true"*)wire                                          addr_resp_good;
	(*MARK_DEBUG="true"*)wire                                          tag_hit;
    (*MARK_DEBUG="true"*)wire                                          addr_req_hit; 
    (*MARK_DEBUG="true"*)wire                                          addr_resp_hit;
    (*MARK_DEBUG="true"*)wire [2:0]                                    resp_op;
	assign tag_addr = reg_addr_in[AXI_ADDR_WIDTH-1:6];
	assign reg_addr = reg_addr_in[6-1:0];
	assign tag_hit = tag_addr == REPLAY_UENGINE_BLOCK_ADDR;
	assign addr_req_good = reg_addr <= NUM_REQ_REG_USED*4;
	assign addr_resp_good = reg_addr <= NUM_RESP_REG_USED*4;
    assign addr_req_hit = tag_hit && (reg_addr_in[25:23] == 3'b000);
    assign addr_resp_hit = tag_hit && (reg_addr_in[25:23] == 3'b001);
    assign resp_op = {compelete_transform,compelete_replay,compelete_store};
	genvar i;
	generate
		for(i=0; i<NUM_REQ_REG_USED; i=i+1) begin : reqregs
			assign rw_regs[AXI_DATA_WIDTH*(i+1)-1 : AXI_DATA_WIDTH*i] = req_reg_file[i*4+3];
		end
    endgenerate
	always @(posedge clk) begin
        case(resp_op) 
                3'b000: begin
                    resp_reg_file[0] <= 32'h00000000;
                    resp_reg_file[1] <= 32'h00000000;
                    resp_reg_file[2] <= 32'h00000000;
                end
                3'b001: begin
                    resp_reg_file[0] <= 32'h00000001;
                    resp_reg_file[1] <= 32'h00000000;
                    resp_reg_file[2] <= 32'h00000000;
                end
                3'b010: begin
                    resp_reg_file[0] <= 32'h00000000;
                    resp_reg_file[1] <= 32'h00000001;
                    resp_reg_file[2] <= 32'h00000000;
                end
                3'b011: begin
                    resp_reg_file[0] <= 32'h00000001;
                    resp_reg_file[1] <= 32'h00000001;
                    resp_reg_file[2] <= 32'h00000000;
                end
                3'b100: begin
                    resp_reg_file[0] <= 32'h00000000;
                    resp_reg_file[1] <= 32'h00000000;
                    resp_reg_file[2] <= 32'h00000001;
                end
                3'b101: begin
                    resp_reg_file[0] <= 32'h00000001;
                    resp_reg_file[1] <= 32'h00000000;
                    resp_reg_file[2] <= 32'h00000001;
                end
                3'b110: begin
                    resp_reg_file[0] <= 32'h00000000;
                    resp_reg_file[1] <= 32'h00000001;
                    resp_reg_file[2] <= 32'h00000001;
                end
                3'b111: begin
                    resp_reg_file[0] <= 32'h00000001;
                    resp_reg_file[1] <= 32'h00000001;
                    resp_reg_file[2] <= 32'h00000001;
                end
        endcase
    end
	always @(posedge clk) begin
		if(reset) begin
			reg_rd_data <= 0;
			reg_ack_out <= 0;
		end
		else begin
			if(reg_req_in && addr_req_hit)begin
				reg_ack_out <= 1;
				if(addr_req_good) begin
					if(!reg_rd_wr_L_in)
						req_reg_file[reg_addr] <= reg_wr_data;
					else	
						reg_rd_data <= req_reg_file[reg_addr];
				end
				else 
				reg_rd_data <= 32'hdead_beef;
			end
			else if(reg_req_in && addr_resp_hit)begin
				reg_ack_out <= 1;
				if(addr_resp_good) begin
					if(reg_rd_wr_L_in)
						reg_rd_data <= resp_reg_file[reg_addr];
				end
				else 
				reg_rd_data <= 32'hdead_beef;
			end
			else begin
				reg_rd_data <= reg_wr_data;
				reg_ack_out <= 0;
			end
		end 
	end 
endmodule
==> run.sh <==
#!/bin/bash
# OpenROAD 26Q1-2900-gdf79404cd8, Yosys 0.63+post, stock flow scripts
make -C /OpenROAD-flow-scripts/flow DESIGN_CONFIG=/design/flow/config.mk WORK_HOME=/design/flow/orfs finish
==> config.mk <==
export PLATFORM = sky130hd
export DESIGN_NAME = genevr_pipeline_regs
export DESIGN_NICKNAME = genevr_pipeline_regs
export VERILOG_FILES = /design/flow/design.v
export SDC_FILE = /design/flow/constraint.sdc
export NUM_CORES = 4
export LEC_CHECK = 1
export CORE_UTILIZATION = 30
==> constraint.sdc <==
current_design genevr_pipeline_regs

set clk_period 15.1
set clk_io_pct 0.2

create_clock -name clk0 -period $clk_period [get_ports {clk}]

set non_clock_inputs [all_inputs -no_clocks]
set_input_delay [expr $clk_period * $clk_io_pct] -clock clk0 $non_clock_inputs
set_output_delay [expr $clk_period * $clk_io_pct] -clock clk0 [all_outputs]
==> results.cfg <==
; implementation run metrics
[status]
outcome = completed

[power]
ir_worst_vdd_uv = 107
swShare_pct = 20.9
leakage_nw = 16.6
comb_power_share_pct = 4.5
p_sw_mw = 1.28
clkPwrFrac_pct = 43.0
p_per_area_mw_per_mm2 = 122
power.internal_mw = 4.87
seqPwrFrac_pct = 52.5

[setup_path]
start_kind = input pin
cp_max_fo = 19
crit_path_end_kind = register
required_ns = 15.43
arrival_ns = 7.11
criticalPathCategory = input pin to register

[finish]
lay_top_cells = edfxtp_1, clkdlybuf4s50_1, mux2i_1
layout_top_cell = edfxtp_1
n_fill_cell = 12200
final-comb-area_mm2 = 0.00895
stdcell_count = 4474
syn_to_final_growth_pct = 23.8
seqCellArea_mm2 = 0.0315
layout-drive-gt1-share_pct = 14.6

[global_routing]
overflow = 0
grt_max_degree = 89
antenna_found_initial = 2
grtUsageTotal_pct = 20.3
grt_pass1_vias = 24200
grt_pass1_wl_um = 183000

[synth]
synth_area_mm2 = 0.0408
synth.avg_cell_area_um2 = 18.7
synth_warnings = 162
yosys_cells = 2180
top_cell_area_share_pct = 75.3
synth-edff-count = 1024
synth_cell_type_count = 56
ys_ff = 1060
ys_area_mm2 = 0.0408
topCellsByArea = edfxtp_1, mux2i_1, mux4_2, o22ai_1, dfxtp_1
largest_area_cell = edfxtp_1
synth_cells = 2180
synth_seq_share_pct = 77.1
flop_cell = edfxtp_1
async_flop_share_pct = 0

[final_timing]
maxSlewHeadroom_pct = 37.2
finalCriticalPeriod_ns = 6.79
setup_ws_ns = 8.31
skew_ns = 0.0291
setup_violations = 0
worst_pin_slew_ns = 0.934
rsz0062_at_grt = no
fmax_ghz = 0.147
finalClockPeriodUsage_pct = 44.9
slew_viol_final = 0
setup_tns_ns = 0
finalHoldViolCount = 0

[place]
gp_congestion = 0.921
place_ws_ns = 7.69
numPortBuffers = 353
placed_cells = 4278
place_hpwl_um = 87700

[hold_path]
hold_class = register to register

[clock_network]
cts-root-buf = clkbuf_16
cts.clk_slew.worst_paths_ns = 0.06
cts_htree_levels = 3
clkSinkCount = 1060
cts_resized = 0
cts-hold-fix-buffers = 0
cts_tree = yes
post_cts_buffers = 0
clkLatencyLatePin_ns = 0.68
cts_buffers = 105
clk_path_buf_depth = 3

[detailed_routing]
drcViolationCount = 0
post_drt_wl_per_cell_um = 29.3
vias = 23000
drtIter0Drc = 1730
n_antenna_cell = 0
wirelength_um = 131000
vias_per_cell = 5.13
drt-pass1-iter-count = 6
ant_nets = 0

[floorplan]
die_area_mm2 = 0.138
io_pins = 354
rows = 134
die-height_um = 371
fp_util_pct = 30.4
core_area_mm2 = 0.134
die_w_um = 371

[job]
maxCapViolCount = 0
warning_count = 26
## routing by layer
metal  up-vias  GRT usage [%]  routed length (µm)
met5         -           1.82                 351
met4         6           3.34                2720
met3       156           14.5               21200
met2      1445           30.3               61000
met1     11500           24.8               45800
li1       9870              -                   -
## final timing paths
check | startpoint | depth (start not counted) | to | slack (ns)
hold / removal | reg_rd_data[7]$_SDFFE_PP0P_ | 2 | reg_rd_data[7]$_SDFFE_PP0P_ | 0.49
setup reg to reg | req_reg_file[7][2]$_DFFE_PP_ | 7 | reg_rd_data[2]$_SDFFE_PP0P_ | 12.66
setup / recovery | reg_addr_in[18] | 8 | req_reg_file[16][17]$_DFFE_PP_ | 8.31
hold reg to reg | reg_rd_data[7]$_SDFFE_PP0P_ | 2 | reg_rd_data[7]$_SDFFE_PP0P_ | 0.49
## critical path, stage by stage
cell,delay (ns)
clkdlybuf4s50_1,0.42
or4b_1,0.53
or3_1,0.46
nor3_4,0.70
and3b_1,0.39
nand2_1,0.43
nor2_4,0.69
buf_4,0.44
## Yosys cell counts (4+ instances only)
master and n:
nor2b_1 4, or4b_2 4, a41oi_1 12, buf_4 7, nand2b_1 4, a21oi_1 5
nand4bb_1 7, nand3b_1 4, inv_1 5, clkbuf_1 49, nand2_1 71, o21ai_0 38
nand4b_1 6, edfxtp_1 1024, nor2_1 75, o22ai_1 134, a221oi_1 30, mux4_2 83
a211oi_1 29, nor4_1 41, buf_1 11, buf_2 60, nand3_1 8, nand4_1 10
a22oi_1 31, mux2i_1 345, nor3_1 4, dfxtp_1 36
## flip-flops by register name (all words and copies together), names as in the netlist
register / flops
reg_ack_out: 1
resp_reg_file: 3
req_reg_file: 1024
reg_rd_data: 32
## metrics by stage
step | total power [mW] | cell area [µm²] | hold slack [ns] | utilization (%)
2_1_floorplan | 3.43 | 40800 | 0.457 | -
3_3_place_gp | 3.57 | 47000 | 0.484 | 35.0
3_5_place_dp | 3.57 | 47000 | 0.486 | 35.0
4_1_cts | 6.20 | 50500 | 0.495 | 37.6
5_1_grt | 6.33 | 50500 | 0.513 | 37.6
6_report | 6.16 | 50500 | 0.492 | 37.6
## area by class of cell
class | instances | share of cell area [%]
inverters | 6 | 0.0446
multi-input cells | 983 | 17.7
clock inverters | 60 | 1.34
clock buffers | 136 | 5.60
well taps | 1768 | 4.38
repair buffers | 461 | 8.62
flip-flops and latches | 1060 | 62.3
## cell families (layout without fill, tap and decap cells)
logic type	Yosys count	after routing	share of synthesized area (%)
buf+inv	137	663	1.57
compound gates	296	296	4.93
mux	431	431	13.1
simple gates	256	256	3.28
flops	1060	1060	77.1
## power groups by stage
stage / Combinational (mW) / Sequential (mW) / Clock, mW
4_1_cts: 0.280 / 3.23 / 2.69
5_1_grt: 0.296 / 3.23 / 2.80
6_report: 0.278 / 3.23 / 2.65
Power and IR drop assume default switching activity.
